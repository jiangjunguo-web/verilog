==> design.v <==
module usart(
	input sys_clk,              
	input sys_rst_n,            
	input data_rx,             
	output data_tx
);
parameter  BOUNDS  =  115200;
parameter  S_CLK   =  50_000_000;
wire [7:0] data;
wire data_en;
usart_rx #(.BOUNDS   (BOUNDS),
			  .S_CLK    (S_CLK))
u_usart_rx (
	.sys_clk        (sys_clk),
	.sys_rst_n      (sys_rst_n),
	.data_in        (data_rx),
	.data_out       (data),
	.data_en        (data_en)
);
usart_tx #(.BOUNDS   (BOUNDS),
			  .S_CLK    (S_CLK))
u_usart_tx (
	.sys_clk        (sys_clk),
	.sys_rst_n      (sys_rst_n),
	.data_in        (data),
	.data_out       (data_tx),
	.data_en        (data_en)
);
endmodule 
module usart_rx(
	input sys_clk,
	input sys_rst_n,
	input data_in,
	output reg data_en,
	output reg [7:0] data_out
);
parameter BOUNDS  = 115200;
parameter S_CLK   = 50_000_000;
localparam B_CNT  = S_CLK / BOUNDS;
reg data_in_d1;       
reg data_in_d2;
reg rx_valid;
reg [15:0] cnt;
reg [ 4:0] data_cnt;
reg [ 7:0] data_reg;
wire rx_flag;
assign rx_flag = (~data_in_d1) & data_in_d2;    
always @(posedge sys_clk or negedge sys_rst_n) begin
	if(!sys_rst_n) begin
	    {data_in_d1, data_in_d2} <= 2'b00;
	end 
	else begin
	    {data_in_d1, data_in_d2} <= {data_in, data_in_d1};
	end
end 
always @(posedge sys_clk or negedge sys_rst_n) begin
	if(!sys_rst_n) 
	    rx_valid <= 1'b0;
   else if(rx_flag)
	    rx_valid <= 1'b1;
	else if(data_cnt == 4'd9 && cnt == (B_CNT >> 1)) 
	    rx_valid <= 1'b0;
	else 
	    rx_valid <= rx_valid;
 end 
always @(posedge sys_clk or negedge sys_rst_n) begin
	if(!sys_rst_n) begin
	    cnt <= 16'd0;
		 data_cnt <= 4'd0;
	end
   else if(rx_valid) begin
	    if(cnt < B_CNT - 1) begin
		     cnt <= cnt + 1'b1;
			  data_cnt <= data_cnt;
		 end
		 else begin
		     cnt <= 16'd0;
			  data_cnt <= data_cnt + 1'b1;
		 end
	end 
	else begin
	    cnt <= 16'd0;
		 data_cnt <= 4'd0;
   end 
end 
always @(posedge sys_clk or negedge sys_rst_n) begin
	if(!sys_rst_n) begin
	    data_reg <= 8'd0;
	end 
	else if(rx_valid && cnt == (B_CNT >> 1)) begin
	    case(data_cnt)
			  4'd1 : data_reg[0] <= data_in_d2;
			  4'd2 : data_reg[1] <= data_in_d2;  
			  4'd3 : data_reg[2] <= data_in_d2;  
			  4'd4 : data_reg[3] <= data_in_d2;  
			  4'd5 : data_reg[4] <= data_in_d2;  
			  4'd6 : data_reg[5] <= data_in_d2;  
			  4'd7 : data_reg[6] <= data_in_d2;  
			  4'd8 : data_reg[7] <= data_in_d2; 
			  default : ; 
		 endcase 
	end 
end 
always @(posedge sys_clk or negedge sys_rst_n) begin
    if(!sys_rst_n) begin  
	     data_out <= 8'd0;
		  data_en  <= 1'd0;
	 end 
	 else if(data_cnt == 4'd9) begin
	     data_out <= data_reg;
		  data_en  <= 1'b1; 
	 end 
	 else begin
	     data_out <= 8'd0;
		  data_en <= 1'b0;
    end 	
end 
endmodule 
module usart_tx(
	input sys_clk,
	input sys_rst_n,
	input [7:0] data_in,
	input data_en,
	output reg data_out
);
parameter BOUNDS  =  115200;
parameter S_CLK   =  50_000_000;
localparam S_CNT  =  S_CLK / BOUNDS;
reg data_en_1;
reg data_en_2;
reg [ 7:0] data_reg;
reg [ 3:0] data_cnt;
reg [15:0] cnt;
reg tx_valid;
wire tx_flag;         
assign tx_flag = data_en_1 & (~data_en_2);
always @(posedge sys_clk or negedge sys_rst_n) begin
	if(!sys_rst_n) 
	    {data_en_1, data_en_2} <= 2'b00;
	else 
	    {data_en_1, data_en_2} <= {data_en, data_en_1};
end 
always @(posedge sys_clk or negedge sys_rst_n) begin
	if(!sys_rst_n) begin
	    cnt <= 16'd0;
		 data_cnt <= 4'd0;
	end
	else if(tx_valid) begin
	    if(cnt < S_CNT - 1) begin
		     cnt <= cnt + 1'b1;
			  data_cnt <= data_cnt; 
		 end 
		 else begin
		     cnt <= 16'd0;
			  data_cnt <= data_cnt + 1'b1;
		 end 
	end
	else begin
	    cnt <= 16'd0;
		 data_cnt <= 4'd0;
   end 
end
always @(posedge sys_clk or negedge sys_rst_n) begin
	 if(!sys_rst_n) begin
		  tx_valid <= 1'b0;
		  data_reg <= 8'd0;
	 end 
	 else if(tx_flag) begin
	     data_reg <= data_in;
		  tx_valid <= 1'b1;
	 end 
	 else if((data_cnt == 4'd9) && (cnt == (S_CNT >> 1))) begin
	     tx_valid <= 1'b0;
		  data_reg <= 8'd0;
	 end 	  
	 else begin
	 	  tx_valid <= tx_valid;
		  data_reg <= data_reg;
	 end	 
end 
always @(posedge sys_clk or negedge sys_rst_n) begin
	if(!sys_rst_n) 
	    data_out <= 1'b1;
	else if(tx_valid) begin
		 case(data_cnt) 
		     4'd0 : data_out <= 1'b0;
			  4'd1 : data_out <= data_reg[0];
			  4'd2 : data_out <= data_reg[1];
			  4'd3 : data_out <= data_reg[2];
			  4'd4 : data_out <= data_reg[3];
			  4'd5 : data_out <= data_reg[4];
			  4'd6 : data_out <= data_reg[5];
			  4'd7 : data_out <= data_reg[6];
			  4'd8 : data_out <= data_reg[7];
			  4'd9 : data_out <= 1'b1;
			  default : ;
		 endcase
	end 
	else 
	    data_out <= 1'b1;
end 
endmodule 
==> run.sh <==
#!/bin/bash
# OpenROAD 26Q1-2900-gdf79404cd8, Yosys 0.63+post, stock flow scripts
make -C /OpenROAD-flow-scripts/flow DESIGN_CONFIG=/design/flow/config.mk WORK_HOME=/design/flow/orfs finish
==> config.mk <==
export PLATFORM = sky130hd
export DESIGN_NAME = usart
export DESIGN_NICKNAME = usart
export VERILOG_FILES = /design/flow/design.v
export SDC_FILE = /design/flow/constraint.sdc
export NUM_CORES = 4
export LEC_CHECK = 1
export CORE_UTILIZATION = 50
==> constraint.sdc <==
current_design usart

set clk_period 3.5
set clk_io_pct 0.2

create_clock -name clk0 -period $clk_period [get_ports {sys_clk}]

set non_clock_inputs [all_inputs -no_clocks]
set_input_delay [expr $clk_period * $clk_io_pct] -clock clk0 $non_clock_inputs
set_output_delay [expr $clk_period * $clk_io_pct] -clock clk0 [all_outputs]
==> metrics.cfg <==
[run_status]
run_status=finished clean

[final_layout]
layout-area-overhead-vs-synth_pct=9.82
drive_above_1_share_pct=13.9
largestRegisters=u_usart_rx.cnt x16, u_usart_tx.cnt x16
fin_cells=363
flop_area_sq_mm=0.00183
fill_cells=508
lay_top_cells=dfrtp_1, nand2_1, nor2_1
utilization_pct=58.3
mi_logic_area_sq_mm=0.00134
final_common_cell=dfrtp_1

[global_route]
grt_max_degree=30
overflow=0
grt_pass1_vias=1804
antenna_found_initial=0
gr-usage-all-layers_pct=17.6
grt_pass1_wl_microns=8660

[sta]
post-route-period-util_pct=58.4
rsz0062_at_grt=no
max_slew_margin_pct=55.9
fmax_mhz=489
final-setup-viol-count=0
clock_skew_ps=10.0
fin_crit_ps=2040
drv_slew=0
finalHoldViolCount=0
finalSetupTns_ps=0
worst_pin_slew_ps=660
fin_ws_ps=1460

[yosys]
avgSynthCellArea_sq_um=12.3
syn-cell-area_sq_mm=0.00324
ys_seq_elements=73
edf_count=0
synth_area_leader_cell=dfrtp_1
yosysSeqAreaShare_pct=56.5
ys_async_sr_fraction_pct=100
yosysTopAreaCellShare_pct=55.7
synth.distinct_cells=46
ys_area_sq_mm=0.00324
synthFlopType=dfrtp_1
yosys_warnings=2
synth_cells=264
ys_cells=264
synth.area.top_cells=dfrtp_1, ha_1, mux2_1

[clock_network]
cts.sinks=73
cts-root-buf=clkbuf_8
cts.clk_slew.worst_paths_ps=80
cts_hold_buf=0
cts_resized=0
post_cts_buffers=0
clk_path_buf_depth=2
cts_made_buffers=9
cts_tree=done
insertion_delay_ps=340
cts_max_level=3

[critical_path]
required_ps=3710
critPathLaunchType=register
cp.arrival_ps=2250
end_kind=register
r2r_start=u_usart_rx.cnt[0]
crit_start=u_usart_rx.cnt[0]
worstPathMaxFanout=9
crit_type=register to register

[place]
post-place-cells=347
io_buffer_count=3
place_congestion=0.787
dp_slack_ps=1470
dp_hpwl_microns=3420

[power_and_ir_drop]
irDropWorstVdd_v=0.000429
power_leakage_nw=1.64
power_density_mw_per_mm2=559
power_mw=1.99

[detailed_routing]
drt-met1-wl_microns=2750
vias=1919
drt-total-wl_microns=5020
drc_errors=0
drtPass1Iterations=4
drtIter0Drc=121
top_layer=met4
wl_met2_microns=2030
n_antenna_cell=0
wire_per_inst_microns=13.8
postRouteAntennaNets=0
wl_met3_microns=171
avgViaCountPerCell=5.29

[die]
die_h_microns=82.4
fp_util_pct=53.1
num_rows=28
fp.coreArea_sq_mm=0.00610
ios=4
die_area_sq_mm=0.00680
die_w_microns=82.4

[job]
warnings=35
cap_violations=0

[worst_hold_path]
min_path_type=input port to async pin

per-layer routing:
layer	GRT usage (%)	up-vias
met3	4.57	8
met4	1.75	0
met2	23.9	24
met1	31.0	939
li1	-	948
met5	0	-
logic make-up (layout without fill, tap and decap cells):
family,Yosys count,in the layout,share of synthesized area (%)
xor+xnor,15,15,4.06
mux,15,15,4.95
other cells,1,14,0.116
simple gates,97,97,18.1
fa+ha+maj,14,14,5.41
buf+inv,23,34,3.52
compound gates,26,26,7.39
flops,73,73,56.5
worst paths after layout:
kind	endpoint	slack [ps]	cells past startpoint
worst max-delay path	u_usart_rx.cnt[7]	1460	6
worst min-delay path	u_usart_rx.cnt[4]	320	1
worst max register to register	u_usart_rx.cnt[7]	1460	6
worst min register to register	u_usart_tx.data_en_1	350	0
max in group asynchronous	u_usart_tx.data_out	2380	2
min in group clk0	u_usart_tx.data_en_1	350	0
Yosys cell counts (4+ instances only):
| cell type | number |
|---|---|
| inv_1 | 12 |
| and2_1 | 4 |
| nor2_1 | 16 |
| a21oi_1 | 4 |
| xor2_1 | 7 |
| nand3_1 | 9 |
| mux2_1 | 8 |
| nand2_1 | 16 |
| nand2b_1 | 5 |
| a22o_1 | 8 |
| nand4b_1 | 4 |
| clkbuf_1 | 5 |
| dfrtp_1 | 72 |
| nand4_1 | 10 |
| xnor2_1 | 8 |
| ha_1 | 14 |
| and3_1 | 9 |
| nor2_2 | 9 |
| mux2i_1 | 7 |
area by class of cell:
class	count	share of cell area, %
flip-flops and latches	73	51.4
multi-input cells	181	37.8
clock buffers	10	3.59
well taps	75	2.64
clock inverters	6	1.94
repair buffers	6	1.34
inverters	12	1.27
through the flow:
stage	cell area (sq um)	hold slack, ps
finish	3550	324
global route	3550	346
CTS	3550	327
detailed placement	3360	340
global placement	3360	335
floorplan	3280	331
power breakdown:
group          total (mW)  internal, mW  switching, mW
Clock               0.641         0.332          0.310
Sequential           1.02         0.922         0.0987
Combinational       0.324         0.145          0.179
Total                1.99          1.40          0.588
critical path: stages, from the launching register on:
cell,delay [ps]
dfrtp_1,420
inv_1,60
ha_1,180
nor4b_2,150
o311ai_2,510
or2_1,490
nor2_2,90
Power figures rest on the tool's default switching activity, not on a simulated workload.
